==> flow/design.v <==
`timescale 1ns / 1ps
module Transmitter(
    input clk,
    input [7:0] sw,
    input transmit,
    input reset_p,
    output reg Tx);
    reg [3:0] bit_counter;  
    reg [13:0] baudrate_counter;  
    reg [9:0] shiftright_register;  
    reg state, next_state;  
    reg shift;  
    reg load;  
    reg clear;  
    always @(posedge clk or posedge reset_p)begin
        if(reset_p)begin
            state = 0;  
            bit_counter = 0;  
            baudrate_counter = 0;
        end
        else begin
            baudrate_counter = baudrate_counter + 1;
            if(baudrate_counter == 10415)begin
                state = next_state;  
                baudrate_counter = 0;  
            end
            if(load)begin  
                shiftright_register = {1'b1, sw, 1'b0};  
            end
            if(clear)begin  
                bit_counter = 0;
            end
            if(shift)begin  
                shiftright_register = shiftright_register >> 1;  
            end
            bit_counter = bit_counter + 1;
       end
   end
   always @(posedge clk or posedge reset_p) begin 
        if(reset_p)begin
            load = 0;   
            shift = 0;  
            clear = 0;  
            Tx = 1;   
        end else begin
        case(state)  
        0: begin
            if(transmit) begin  
                next_state = 1;  
                load = 1;  
                shift = 0;  
                clear = 0;  
            end
            else begin  
                next_state = 0;  
                Tx = 1;  
            end
        end
        1: begin  
            if(bit_counter == 10)begin
                next_state = 0;  
                clear = 1;  
            end
            else begin
                next_state = 1;  
                Tx = shiftright_register[0];
                shift = 1;  
            end
         end
            default: next_state = 0;
       endcase
   end
end
endmodule
==> flow/run.sh <==
#!/bin/bash
# OpenROAD 26Q1-2900-gdf79404cd8, Yosys 0.63+post, stock flow scripts
make -C /OpenROAD-flow-scripts/flow DESIGN_CONFIG=/design/flow/config.mk WORK_HOME=/design/flow/orfs finish
==> flow/config.mk <==
export PLATFORM = sky130hd
export DESIGN_NAME = Transmitter
export DESIGN_NICKNAME = Transmitter
export VERILOG_FILES = /design/flow/design.v
export SDC_FILE = /design/flow/constraint.sdc
export NUM_CORES = 4
export LEC_CHECK = 1
export CORE_AREA = 10 10 109 109
export DIE_AREA = 0 0 119 119
==> flow/constraint.sdc <==
current_design Transmitter

set clk_period 4.4
set clk_io_pct 0.2

create_clock -name clk0 -period $clk_period [get_ports {clk}]

set non_clock_inputs [all_inputs -no_clocks]
set_input_delay [expr $clk_period * $clk_io_pct] -clock clk0 $non_clock_inputs
set_output_delay [expr $clk_period * $clk_io_pct] -clock clk0 [all_outputs]
==> impl_metrics.xml <==
<?xml version="1.0" encoding="UTF-8"?>
<metrics>
  <group name="status">
    <metric name="status" unit="">finished, final reports clean</metric>
  </group>
  <group name="sta">
    <metric name="setup_viol" unit="">0</metric>
    <metric name="max_freq" unit="MHz">408</metric>
    <metric name="fin_crit_sh" unit="%">55.6</metric>
    <metric name="min_period" unit="ns">2.45</metric>
    <metric name="setup_repair_after_global_routing_missed_its_margin" unit="">false</metric>
    <metric name="worst-slew-pin-transition" unit="ns">0.638</metric>
    <metric name="final-max-slew-violation-count" unit="">0</metric>
    <metric name="finalHoldWorstSlack" unit="ns">0.485</metric>
    <metric name="fin_setup_tns" unit="ns">0</metric>
    <metric name="finalHoldViolations" unit="">0</metric>
    <metric name="timing.clock.skew" unit="ns">0.00309</metric>
    <metric name="slew_headroom" unit="%">57.4</metric>
  </group>
  <group name="run">
    <metric name="maxCapViolations" unit="">0</metric>
    <metric name="stage_log_warnings" unit="">26</metric>
  </group>
  <group name="die">
    <metric name="fp-row-count" unit="">36</metric>
    <metric name="chip_area" unit="um^2">14200</metric>
    <metric name="floorplanUtilization" unit="%">16.7</metric>
    <metric name="die_x" unit="um">119</metric>
    <metric name="coreArea" unit="um^2">9640</metric>
    <metric name="num_io_pins" unit="">12</metric>
    <metric name="die_height" unit="um">119</metric>
  </group>
  <group name="global_routing">
    <metric name="grt-ovfl-total" unit="">0</metric>
    <metric name="met3_usage" unit="%">0.576</metric>
    <metric name="grt_antenna_before_repair" unit="">0</metric>
    <metric name="grt_use_total" unit="%">3.66</metric>
    <metric name="grtUsageMet2" unit="%">5.01</metric>
    <metric name="grt_first_pass_wirelength" unit="um">4420</metric>
    <metric name="number_of_global_route_vias_before_repair" unit="">924</metric>
    <metric name="grt_max_degree" unit="">18</metric>
    <metric name="grt.busiest_layer" unit="">met1</metric>
    <metric name="global_route.usage.met1" unit="%">5.75</metric>
  </group>
  <group name="worst_setup_path">
    <metric name="rr_startpoint" unit="">baudrate_counter[0]$_DFF_PP0_</metric>
    <metric name="timing.critical_path.slowest_stage_cell" unit="">sky130_fd_sc_hd__or4_4</metric>
    <metric name="worst_r2r_endpoint" unit="">state$_DFFE_PP0N_</metric>
    <metric name="slowest_cell_delay_on_critical_path" unit="ns">0.55</metric>
    <metric name="critical_path.startpoint_type" unit="">flop</metric>
    <metric name="worst_path_dominant_cell_family" unit="">simple AND/OR/NAND/NOR gates</metric>
    <metric name="critical_path_arrival" unit="ns">2.62</metric>
    <metric name="critPathRequiredTime" unit="ns">4.57</metric>
    <metric name="worstPathCellList" unit="">ha_1 &gt; and2_4 &gt; nand4_2 &gt; xnor2_1 &gt; or4_4 &gt; nor4_4 &gt; mux2_4</metric>
    <metric name="r2r_cells" unit="">7</metric>
    <metric name="critPathMaxFanout" unit="">9</metric>
    <metric name="ff2ff_setup_slack" unit="ns">1.95</metric>
    <metric name="timing.critical_path.to_type" unit="">flop</metric>
    <metric name="cp_num_buf_inv" unit="">0</metric>
    <metric name="crit_type" unit="">reg2reg</metric>
  </group>
  <group name="min_path">
    <metric name="hp-start" unit="">bit_counter[0]$_DFF_PP0_</metric>
    <metric name="holdPathStages" unit="">1</metric>
    <metric name="hold_path.class" unit="">reg2reg</metric>
    <metric name="holdPathEnd" unit="">bit_counter[0]$_DFF_PP0_</metric>
  </group>
  <group name="cts">
    <metric name="cts_root_buf" unit="">sky130_fd_sc_hd__clkbuf_8</metric>
    <metric name="cts_tree" unit="">yes</metric>
    <metric name="cts_max_path_buffers" unit="">2</metric>
    <metric name="post_cts_hold_buffer_count" unit="">0</metric>
    <metric name="cts_buffers" unit="">5</metric>
    <metric name="worstSkewPairLatency" unit="ns">0.28</metric>
    <metric name="clkTransAtPathRegs" unit="ns">0.07</metric>
    <metric name="post-cts-setup-buffers" unit="">0</metric>
    <metric name="cts.repair.resized" unit="">0</metric>
    <metric name="tritoncts_num_sinks" unit="">34</metric>
    <metric name="count_of_h_tree_levels_built_during_cts" unit="">2</metric>
  </group>
  <group name="power">
    <metric name="power_density" unit="nW/um^2">330</metric>
    <metric name="vdd.ir_drop.worst" unit="V">0.000112</metric>
    <metric name="static-leakage-power" unit="nW">0.799</metric>
    <metric name="total_power" unit="uW">649</metric>
  </group>
  <group name="yosys">
    <metric name="synth.cells.most_frequent" unit="">sky130_fd_sc_hd__dfrtp_1 (22), sky130_fd_sc_hd__mux2i_1 (17), sky130_fd_sc_hd__nor2_1 (17), sky130_fd_sc_hd__edfxtp_1 (11), sky130_fd_sc_hd__nand2_1 (11)</metric>
    <metric name="area_leaders" unit="">sky130_fd_sc_hd__dfrtp_1 (34%), sky130_fd_sc_hd__edfxtp_1 (21%), sky130_fd_sc_hd__mux2i_1 (11%), sky130_fd_sc_hd__xnor2_1 (5.5%), sky130_fd_sc_hd__nor2_1 (4.0%)</metric>
    <metric name="ys_cells" unit="">132</metric>
    <metric name="synth.most_common_cell" unit="">sky130_fd_sc_hd__dfrtp_1</metric>
    <metric name="yosys_reg_bits" unit="">34</metric>
    <metric name="synth_warnings" unit="">1</metric>
    <metric name="synth_area" unit="um^2">1610</metric>
    <metric name="ys_seq_share" unit="%">56.5</metric>
    <metric name="synth-edff-count" unit="">11</metric>
    <metric name="yosys_area" unit="um^2">1610</metric>
    <metric name="syn-instance-count" unit="">132</metric>
    <metric name="postSynth.topFlopCell" unit="">sky130_fd_sc_hd__dfrtp_1</metric>
    <metric name="fraction_of_registers_with_async_set_reset" unit="%">67.6</metric>
    <metric name="synth_top_cell_by_area" unit="">sky130_fd_sc_hd__dfrtp_1</metric>
    <metric name="average_cell_area_after_synthesis" unit="um^2">12.2</metric>
    <metric name="synthDominantCellAreaShare" unit="%">34.3</metric>
    <metric name="synth_cell_type_count" unit="">32</metric>
  </group>
  <group name="layout">
    <metric name="syn2layout_area_growth" unit="%">22.4</metric>
    <metric name="drive_above_1_share" unit="%">10.7</metric>
    <metric name="final_area" unit="um^2">1970</metric>
    <metric name="logic_area" unit="um^2">666</metric>
    <metric name="fillers" unit="">1051</metric>
    <metric name="register_area" unit="um^2">907</metric>
  </group>
  <group name="route">
    <metric name="post-route-drc-count" unit="">0</metric>
    <metric name="antenna_violating_nets_post_route" unit="">0</metric>
    <metric name="routed_via_density" unit="">3.40</metric>
    <metric name="routed_wl" unit="um">2600</metric>
    <metric name="firstDrtPassIters" unit="">4</metric>
    <metric name="num_vias" unit="">958</metric>
    <metric name="antennaDiodeCount" unit="">0</metric>
    <metric name="initialDrtViolationCount" unit="">22</metric>
    <metric name="post_drt_wl_per_cell" unit="um">9.21</metric>
  </group>
  <group name="placed_design">
    <metric name="hpwlAfterDp" unit="um">1910</metric>
    <metric name="place_congestion" unit="">0.751</metric>
    <metric name="io_buffers" unit="">11</metric>
    <metric name="cell_area_after_placement" unit="um^2">1870</metric>
  </group>
</metrics>
[state kept, by name, indices dropped and copies added (netlist names)]
name and count:
Tx 1, next_state 1, shiftright_register 10, bit_counter 4, state 1, clear 1, baudrate_counter 14, load 1
shift 1
[cells in the final DEF, fill, tap and decap left out, types with 3 or more instances in the layout]
cell | Yosys | final
sky130_fd_sc_hd__inv_1 | 4 | 4
sky130_fd_sc_hd__nand2b_1 | 3 | 3
sky130_fd_sc_hd__nand3_1 | 3 | 3
sky130_fd_sc_hd__xnor2_1 | 10 | 10
sky130_fd_sc_hd__nand2_1 | 11 | 11
sky130_fd_sc_hd__ha_1 | 3 | 3
sky130_fd_sc_hd__mux2i_1 | 17 | 17
sky130_fd_sc_hd__nor2_1 | 17 | 17
sky130_fd_sc_hd__clkbuf_8 | 0 | 6
sky130_fd_sc_hd__edfxtp_1 | 11 | 11
sky130_fd_sc_hd__dfrtp_1 | 22 | 22
sky130_fd_sc_hd__and3_1 | 3 | 3
sky130_fd_sc_hd__xor2_1 | 5 | 5
sky130_fd_sc_hd__clkdlybuf4s50_1 | 0 | 11
[through the flow]
stage | std cells | utilization (%) | setup slack (ns)
2_1_floorplan | 132 | - | 2.05
3_3_place_gp | 274 | 19.4 | 1.90
3_5_place_dp | 274 | 19.4 | 1.90
4_1_cts | 282 | 20.4 | 1.92
5_1_grt | 282 | 20.4 | 1.78
6_report | 282 | 20.4 | 1.95
[worst max path at each step]
| stage | start | to | cells after the start |
|---|---|---|---|
| after CTS | baudrate_counter[0]$_DFF_PP0_ | state$_DFFE_PP0N_ | 7 |
| after global routing | baudrate_counter[0]$_DFF_PP0_ | state$_DFFE_PP0N_ | 7 |
| final | baudrate_counter[0]$_DFF_PP0_ | state$_DFFE_PP0N_ | 7 |
[per-layer routing]
| metal | vias up | wire, um |
|---|---|---|
| li1 | 485 | - |
| met3 | 5 | 51 |
| met5 | - | 0 |
| met4 | 0 | 99 |
| met2 | 17 | 1070 |
| met1 | 451 | 1380 |
[power by group]
part	internal, mW	switching (mW)	total (mW)
Clock	0.126	0.109	0.235
Combinational	0.0293	0.0247	0.0540
Sequential	0.348	0.0116	0.360
[cell families after synthesis]
family	after synthesis	share of synthesized area, %
fa+ha+maj	3	2.34
simple gates	53	18.6
flops	34	56.5
mux	18	11.5
xor+xnor	15	8.18
compound gates	2	0.779
buf+inv	7	2.10
[cell type report]
type / count / area share (%)
flip-flops and latches: 34 / 46.1
multi-input cells: 91 / 33.8
well taps: 133 / 8.46
repair buffers: 12 / 5.98
clock buffers: 6 / 4.20
inverters: 4 / 0.763
clock inverters: 2 / 0.636
Power figures rest on the tool's default switching activity, not on a simulated workload.
