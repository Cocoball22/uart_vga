File: ./run.sh
#!/bin/bash
# OpenROAD 26Q1-2900-gdf79404cd8, Yosys 0.63+post, stock flow scripts
make -C /OpenROAD-flow-scripts/flow DESIGN_CONFIG=/design/flow/config.mk WORK_HOME=/design/flow/orfs finish
File: ./config.mk
export PLATFORM = sky130hd
export DESIGN_NAME = AsciiToPositionConverter
export DESIGN_NICKNAME = AsciiToPositionConverter
export VERILOG_FILES = /design/flow/design.v
export SDC_FILE = /design/flow/constraint.sdc
export NUM_CORES = 4
export LEC_CHECK = 1
export CORE_AREA = 10 10 70 70
export DIE_AREA = 0 0 80 80
File: ./constraint.sdc
current_design AsciiToPositionConverter

set clk_period 1.0
set clk_io_pct 0.2

create_clock -name clk0 -period $clk_period [get_ports {clk}]

set non_clock_inputs [all_inputs -no_clocks]
set_input_delay [expr $clk_period * $clk_io_pct] -clock clk0 $non_clock_inputs
set_output_delay [expr $clk_period * $clk_io_pct] -clock clk0 [all_outputs]
File: ./design.v
`timescale 1ns / 1ps
module UART_TOP(
    input clk,
    input reset_p,
    input Rx_x,Rx_y,
    input  [15:0] value,
    output [3:0] com,
    output [7:0] seg_7,
    output hsync,    
    output vsync,    
    output [11:0] rgb);
    wire [7:0] Rx_data_position_x , Rx_data_position_y ;
    wire [15:0] Rx_data;
    UART_RX rx_x(
    .clk(clk),                
    .reset_p(reset_p),            
    .Rx(Rx_x),
    .Rx_data(Rx_data_position_x));          
    UART_RX rx_y(
    .clk(clk),                
    .reset_p(reset_p),            
    .Rx(Rx_y),
    .Rx_data(Rx_data_position_y));          
    vga_top vga(
    .clk(clk),       
    .reset_p(reset_p),     
    .position_x(Rx_data_position_x),
    .position_y(Rx_data_position_y),
    .hsync(hsync),    
    .vsync(vsync),    
    .rgb(rgb));  
    assign Rx_data = {Rx_data_position_y, Rx_data_position_x};
    fnd_cntr fnd(.clk(clk), .reset_p(reset_p), .value(Rx_data), .com(com), .seg_7(seg_7));
endmodule
module UART_RX(
    input clk, reset_p,
    input Rx,
    output reg [7:0] Rx_data,
    output [4:0] led_debug);
    parameter S_IDLE = 3'b001;
    parameter S_DATA_BITS = 3'b010;
    parameter S_STOP_BIT = 3'b100;
    parameter BIT_PERIOD = 10417;  
    reg [3:0] state, next_state;
    assign led_debug = state;
    always @(negedge clk or posedge reset_p) begin
        if(reset_p) state = S_IDLE;
        else state = next_state;
    end
    reg [3:0] bit_index;
    reg [31:0] counter_nsec;
    reg counter_nsec_en;
    always @(negedge clk or posedge reset_p) begin
        if(reset_p) begin counter_nsec = 0;
        end else if(counter_nsec_en) counter_nsec = counter_nsec + 1;
        else if(!counter_nsec_en) counter_nsec = 0;
    end
    always @(posedge clk or posedge reset_p)begin
        if(reset_p)begin
            next_state = S_IDLE;
            counter_nsec_en = 0;
            bit_index = 0;
            Rx_data = 0;
        end
        else begin
            case(state)
                S_IDLE: begin
                    bit_index = 0;
                    counter_nsec_en = 0;
                    if(counter_nsec <= BIT_PERIOD)begin
                        counter_nsec_en = 1;
                end else begin
                        counter_nsec_en = 0;
                        if(Rx == 1'd0)begin
                        next_state = S_DATA_BITS;
                        end else if(Rx == 1'd1) begin
                            next_state = S_IDLE;
                        end
                    end     
                end
                S_DATA_BITS: begin
                    if(counter_nsec <= BIT_PERIOD)begin
                        counter_nsec_en = 1;
                        Rx_data[bit_index] = Rx;
                end else begin
                        counter_nsec_en = 0;
                        bit_index = bit_index +1;
                        if(bit_index == 8) begin
                            bit_index = 0;
                            next_state = S_STOP_BIT;
                        end
                    end
                 end
                 S_STOP_BIT: begin
                   if (counter_nsec <= BIT_PERIOD) begin
                       counter_nsec_en = 1;
                    end 
                    else begin
                        counter_nsec_en = 0;  
                        next_state = S_IDLE;
                    end
                end
                 default: next_state <= S_IDLE;
        endcase
        end
    end
endmodule
module vga_top(
    input clk,       
    input reset_p,     
    input [7:0] position_x,
    input [7:0] position_y,
    output hsync,    
    output vsync,    
    output [11:0] rgb  
);
    wire video_on;          
    wire [9:0] x, y;
    reg [11:0] rgb_reg;
    vga_controller vga_c(
        .clk(clk), 
        .reset_p(reset_p), 
        .hsync(hsync), 
        .vsync(vsync),
        .video_on(video_on), 
        .p_tick(), 
        .x(x), 
        .y(y)
    );
        always @(posedge clk or posedge reset_p) begin
        if (reset_p)
            rgb_reg <= 12'b0;  
        else begin
            if ((x >= position_x * 40) && (x < position_x * 40 + 40) &&
                y >= (position_y * 30) && y < (position_y * 30 + 30)) begin
                rgb_reg <= 12'b111111111111;
            end else begin
                rgb_reg <= 0;
            end
        end
    end
    assign rgb = (video_on) ? rgb_reg : 12'b0;  
endmodule
module AsciiToPositionConverter (
    input clk,
    input reset_p,
    input [7:0] ascii_value,     
    output reg [7:0] position_x  
);
     always @(posedge clk or posedge reset_p)begin
       if(reset_p) position_x = 0;
       else begin
           if(ascii_value == 48)       position_x = 0;
           else if(ascii_value == 49)  position_x = 1;
           else if(ascii_value == 50)  position_x = 2;
           else if(ascii_value == 51)  position_x = 3;
           else if(ascii_value == 52)  position_x = 4;
           else if(ascii_value == 53)  position_x = 5;
           else if(ascii_value == 54)  position_x = 6;
           else if(ascii_value == 55)  position_x = 7;
           else if(ascii_value == 56)  position_x = 8;
           else if(ascii_value == 57)  position_x = 9;
           else if(ascii_value == 65)  position_x = 10;
           else if(ascii_value == 66)  position_x = 11;
           else if(ascii_value == 67)  position_x = 12;
           else if(ascii_value == 68)  position_x = 13;
           else if(ascii_value == 69)  position_x = 14;
           else if(ascii_value == 70)  position_x = 15;
       end
   end
endmodule
module vga_controller(
    input clk,    
    input reset_p,         
    output video_on,     
    output hsync,        
    output vsync,        
    output p_tick,       
    output [9:0] x,      
    output [9:0] y       
    );
    parameter HD = 640;              
    parameter HF = 48;               
    parameter HB = 16;               
    parameter HR = 96;               
    parameter HMAX = HD+HF+HB+HR-1;  
    parameter VD = 480;              
    parameter VF = 10;               
    parameter VB = 33;               
    parameter VR = 2;                
    parameter VMAX = VD+VF+VB+VR-1;  
	reg  [1:0] r_25MHz;
	wire w_25MHz;
	always @(posedge clk or posedge reset_p)
		if(reset_p)
		  r_25MHz <= 0;
		else
		  r_25MHz <= r_25MHz + 1;
	assign w_25MHz = (r_25MHz == 0) ? 1 : 0;  
    reg [9:0] h_count_reg, h_count_next;
    reg [9:0] v_count_reg, v_count_next;
    reg v_sync_reg, h_sync_reg;
    wire v_sync_next, h_sync_next;
    always @(posedge clk or posedge reset_p)
        if(reset_p) begin
            v_count_reg <= 0;
            h_count_reg <= 0;
            v_sync_reg  <= 1'b0;
            h_sync_reg  <= 1'b0;
        end
        else begin
            v_count_reg <= v_count_next;
            h_count_reg <= h_count_next;
            v_sync_reg  <= v_sync_next;
            h_sync_reg  <= h_sync_next;
        end
    always @(posedge w_25MHz or posedge reset_p)       
        if(reset_p)
            h_count_next = 0;
        else
            if(h_count_reg == HMAX)                  
                h_count_next = 0;
            else
                h_count_next = h_count_reg + 1;         
    always @(posedge w_25MHz or posedge reset_p)
        if(reset_p)
            v_count_next = 0;
        else
            if(h_count_reg == HMAX)                  
                if((v_count_reg == VMAX))            
                    v_count_next = 0;
                else
                    v_count_next = v_count_reg + 1;
    assign h_sync_next = (h_count_reg >= (HD+HB) && h_count_reg <= (HD+HB+HR-1));
    assign v_sync_next = (v_count_reg >= (VD+VB) && v_count_reg <= (VD+VB+VR-1));
    assign video_on = (h_count_reg < HD) && (v_count_reg < VD);  
    assign hsync  = h_sync_reg;
    assign vsync  = v_sync_reg;
    assign x      = h_count_reg;
    assign y      = v_count_reg;
    assign p_tick = w_25MHz;
endmodule
module ring_counter_fnd(
          input clk, reset_p,
          output reg [3:0] com);
          reg [20:0] clk_div;
          always @(posedge clk)clk_div = clk_div  + 1;
          wire clk_div_nedge;
          edge_detector_p ed(.clk(clk), .reset_p(reset_p), .cp(clk_div[16]), .n_edge(clk_div_nedge));
          always @(posedge clk or posedge reset_p)begin
                  if(reset_p)com = 4'b1110;
                  else if(clk_div_nedge)begin
                        if(com ==  4'b0111)com = 4'b1110;
                        else com = {com[2:0], 1'b1};
                   end
            end
   endmodule
module fnd_cntr(
          input clk, reset_p,
          input  [15:0] value,
          output [3:0] com,
          output [7:0] seg_7);
          ring_counter_fnd rc(clk, reset_p, com) ;
        reg [3:0] hex_value;
         always @(posedge clk)begin
                 case(com)
                       4'b1110: hex_value = value[3:0];
                       4'b1101: hex_value = value[7:4];
                       4'b1011: hex_value = value[11:8];
                       4'b0111: hex_value = value[15:12];
                 endcase
         end
          decoder_7seg dec_7seg(.hex_value(hex_value),  .seg_7(seg_7));
    endmodule
module decoder_7seg(
    input [3:0] hex_value,
    output reg [7:0] seg_7);
    always @(hex_value)begin
        case(hex_value)
            0  : seg_7 = 8'b0000_0011;   
            1  : seg_7 = 8'b1001_1111;   
            2  : seg_7 = 8'b0010_0101;   
            3  : seg_7 = 8'b0000_1101;   
            4  : seg_7 = 8'b1001_1001;   
            5  : seg_7 = 8'b0100_1001;   
            6  : seg_7 = 8'b0100_0001;   
            7  : seg_7 = 8'b0001_1111;   
            8  : seg_7 = 8'b0000_0001;   
            9  : seg_7 = 8'b0000_1001;   
            10 : seg_7 = 8'b0000_0101;   
            11 : seg_7 = 8'b1100_0001;   
            12 : seg_7 = 8'b0110_0011;   
            13 : seg_7 = 8'b1000_0101;   
            14 : seg_7 = 8'b0110_0001;   
            15 : seg_7 = 8'b0111_0001;   
        endcase
    end
endmodule
module edge_detector_p(
    input clk, reset_p,
    input cp,
    output p_edge, n_edge);
    reg ff_cur, ff_old;
    always @(posedge clk or posedge reset_p)begin
        if(reset_p)begin
            ff_cur <= 0;
            ff_old <= 0;
        end
        else begin
            ff_cur <= cp;
            ff_old <= ff_cur;
        end
    end
    assign p_edge = ({ff_cur, ff_old} == 2'b10) ? 1 : 0;
    assign n_edge = ({ff_cur, ff_old} == 2'b01) ? 1 : 0;
endmodule
==> results.cfg <==
; synthesis and place-and-route metrics
[outcome]
status = finished with violations
violations = setup timing

[synth]
top_area_cell = dfrtp_1
ys_types = 27
syn-cell-area_um2 = 380
synth.avg_cell_area_um2 = 8.85
ys_seq_elements = 4
yosys-stat-cells = 43
top_cell = inv_1
synthTopCellsByArea = dfrtp_1, buf_4, a221o_1
synthTopCellsByCount = inv_1, buf_4, dfrtp_1
edf_count = 0
top_area_frac = 0.263
ys.flop_type = dfrtp_1
synthCells = 43
ys_seq_frac = 0.263
ys_area_um2 = 380
yosysWarnings = 1
async_reset_ff_frac = 1.00

[drt]
via_per_inst = 3.57
wl_per_cell_um = 10.1
diodes = 0
drtAntennaViolNets = 0
drc_errors = 0
vias = 443
finalWirelength_um = 1250
drt_iter0_drc = 10
dr.pass1.iters = 4

[critical_path]
path_max_fanout = 4
crit_arrival_ns = 1.63
crit_type = primary input to flip-flop
crit_path_end_kind = flip-flop
startpoint_type = primary input
required_ns = 1.12

[power_and_ir_drop]
internal-power_uw = 528
cellLeakagePower_uw = 0.000348
p_comb_frac = 0.410
powerDensity_nw_per_um2 = 965
clock_power_share = 0.293
switching_power_uw = 182
seqPwrFrac = 0.297
netSwitchingFraction = 0.257
vdd_drop_max_v = 0.000268

[placed_design]
port_buffers = 13
gp_congestion = 0.768
dp_slack_ns = -1.13
dp_cells = 115

[floorplan]
die.size.y_um = 80
die_w_um = 80
initCoreUtil = 0.111
core-area_um2 = 3420
rows = 21
die_area_um2 = 6400
io_pins = 18

[clock_network]
clk_latency_ns = 0.24
clockBufferDepth = 2
clockRootBuffer = clkbuf_4
tritoncts = built
cts_buffers = 3
htreeDepth = 1
clock-sinks = 4
clk_pin_slew_worst_paths_ns = 0.04

[final_layout]
nFillCells = 390
final_core_util = 0.215
syn2layout_area_growth_pct = 93.4
layout-drive-gt1-share = 0.513
largest_reg_flops = 4
instances_no_fill = 124

[sta]
grt_setup_unrepaired = yes
hold_viol = 0
finalCritPeriodShare = 1.51
fin_crit_ns = 1.51
hold_slack_ns = 0.150
drv_slew = 0
clock_skew_ns = 0
setup_viol = 4
worst_slack_ns = -0.508
max_freq_ghz = 0.663

[hold_path]
holdCritPathClass = primary input to asynchronous set/reset pin

[global_routing]
grt_pass1_vias = 447
grt_max_degree = 8
grt_use_total = 0.0380
grt_first_pass_wirelength_um = 1990
grt_overflow = 0
antenna_found_initial = 0

[job]
cap_violations = 0
tool_warnings = 28
## path summary, 6_finish.rpt
path                            cells past startpoint  slack [ns]             to           start
worst max-delay path                                5       -0.51  position_x[1]  ascii_value[4]
worst min-delay path                                2        0.15  position_x[3]         reset_p
worst max register to register                      3       -0.05  position_x[3]   position_x[3]
worst min register to register                      2        0.53  position_x[0]   position_x[0]
max in group asynchronous                           2        0.70  position_x[0]         reset_p
min in group clk0                                   4        0.52  position_x[2]  ascii_value[2]
## layer usage
metal,up-vias,share of wire,GRT usage
li1,225,-,-
met3,2,0.12,0.0250
met5,-,0,0
met1,195,0.49,0.0534
met2,21,0.38,0.0490
met4,0,0.0048,0.00176
## logic make-up after synthesis
| family | Yosys count | share of synthesized area |
|---|---|---|
| mux | 2 | 0.0559 |
| xor+xnor | 1 | 0.0230 |
| other cells | 1 | 0.00986 |
| buf+inv | 11 | 0.148 |
| simple gates | 10 | 0.207 |
| flops | 4 | 0.263 |
| compound gates | 14 | 0.293 |
## power by group through the flow
stage	sequential [uW]	clock (uW)	combinational, uW
6_report	211	208	291
4_1_cts	211	211	309
5_1_grt	215	230	324
## cells in the final DEF, fill, tap and decap left out
cell type        Yosys  final
a21oi_1              2      2
a221o_1              2      2
a22oi_2              0      1
a2bb2oi_1            1      1
a32oi_1              1      1
and4bb_2             1      1
buf_2                0      2
buf_4                4     20
buf_6                0      3
buf_8                0      1
clkbuf_2             0      4
clkbuf_4             0      3
clkdlybuf4s50_1      0      1
conb_1               1      4
dfrtp_1              4      4
dlygate4sd2_1        0      4
inv_1                5      5
mux2_4               0      1
mux2i_1              1      1
nand2_2              0      1
nand2b_1             1      1
nor2_1               2      2
nor2b_1              1      1
nor4b_4              0      1
o2111a_1             1      1
o21ai_0              2      1
o21ai_1              0      1
o22ai_1              1      1
o31a_1               1      1
o32a_1               2      2
or3_1                1      1
or4b_4               0      1
or4bb_4              0      1
xor2_1               1      1
## critical path: stages
cell and delay [ns]:
buf_6 0.10, or4b_4 0.53, o31a_1 0.25, o32a_1 0.29
mux2_4 0.26
## what timing repair did
action | 4_1_cts | 5_1_grt
resized | 37 | 6
setup endpoints to repair | 8 | 8
hold endpoints to repair | 0 | 0
hold buffers | 0 | 0
buffers inserted | 6 | 0
pin swaps | 5 | 4
cloned | 0 | 0
## stage by stage
stage	TNS, ns	power [uW]	cell area (um^2)
finish	-1.56	710	736
global route	-1.73	768	736
CTS	-1.68	731	748
detailed placement	-4.01	478	674
global placement	-3.90	475	674
floorplan	-1.51	297	414
## cell type report
type                            instances  area [um^2]  share of cell area
Timing Repair Buffer                   35          274               0.372
Inverter                                5         18.8              0.0255
Multi-Input combinational cell         31          263               0.357
Clock buffer                            3         22.5              0.0306
Tap cell                               46         57.6              0.0782
Sequential cell                         4          100               0.136
Power is estimated from default activity; no workload was simulated.
